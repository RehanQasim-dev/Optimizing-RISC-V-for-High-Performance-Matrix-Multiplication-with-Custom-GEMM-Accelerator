--- ./config.mk ---
export PLATFORM = sky130hd
export DESIGN_NAME = ALU
export DESIGN_NICKNAME = ALU
export VERILOG_FILES = /design/flow/design.v
export SDC_FILE = /design/flow/constraint.sdc
export NUM_CORES = 4
export LEC_CHECK = 1
export CORE_UTILIZATION = 50
--- ./constraint.sdc ---
current_design ALU

set clk_period 24.5
set clk_io_pct 0.2

create_clock -name clk0 -period $clk_period

set non_clock_inputs [all_inputs -no_clocks]
set_input_delay [expr $clk_period * $clk_io_pct] -clock clk0 $non_clock_inputs
set_output_delay [expr $clk_period * $clk_io_pct] -clock clk0 [all_outputs]
--- ./design.v ---
package Config;
  parameter int SCRATCHPAD_DEPTH = 2 ** 7;
  parameter int BIAS = 0;
  parameter A_BITWIDTH = 8;
  parameter W_BITWIDTH = 8;
  parameter P_BITWIDTH = 24;
  parameter SMALL_SYS_ROWS = 8;
  parameter SMALL_SYS_COLS = 8;
  parameter CORE_ROWS = 2;
  parameter CORE_COLS = 2;
  parameter int SUPER_SYS_ROWS = CORE_ROWS * SMALL_SYS_ROWS;
  parameter int SUPER_SYS_COLS = SMALL_SYS_COLS * CORE_COLS;
  typedef struct packed {
    logic en, rdwr;
    logic [3:0] mask;
    logic [3:0][7:0] rd_data;
    logic [3:0][7:0] wr_data;
    logic [31:0] addr;
  } dbus_interface;
endpackage : Config
module ALU (input logic [31:0] A, B, input logic [3:0] ALU_CON, output logic [31:0] out_result);
	logic signed [63:0] mul_result;
	logic a_signed_bit, b_signed_bit;
	logic signed  [32:0] A_mul, B_mul;
always_comb begin 
	if (ALU_CON == 4'b1100 | ALU_CON == 4'b1110 ) a_signed_bit = A[31];
	else	a_signed_bit=1'b0;
	if (ALU_CON == 4'b1100) b_signed_bit = B[31];
	else b_signed_bit =1'b0; 
end
	assign A_mul = $signed({a_signed_bit, A});
	assign B_mul = $signed({b_signed_bit, B});
	assign mul_result = A_mul * B_mul;
	always_comb begin 
		case (ALU_CON)
		4'b0000 : out_result = A+B;
		4'b0001 : out_result = A-B;
		4'b0010 : out_result = A << B[4:0];
		4'b0011 : out_result = $signed(A)<$signed(B);
		4'b0100 : out_result = A<B;
		4'b0101 : out_result = A^B;
		4'b0110 : out_result = A>>B[4:0];
		4'b0111 : out_result = A>>>B[4:0];
		4'b1000 : out_result = A|B;
		4'b1001 : out_result = A&B;
		4'b1010 : out_result = B;  
		4'b1011 : out_result = mul_result[31:0];	 
		4'b1100 : out_result = mul_result[63:32];	 
		4'b1101 : out_result = mul_result[63:32];	 
		4'b1110 : out_result = mul_result[63:32];	 
		default out_result = 0;
		endcase
		end
endmodule
--- ./run.sh ---
#!/bin/bash
# OpenROAD 26Q1-2900-gdf79404cd8, Yosys 0.63+post, stock flow scripts
make -C /OpenROAD-flow-scripts/flow DESIGN_CONFIG=/design/flow/config.mk WORK_HOME=/design/flow/orfs finish
==> run summary <==
status = complete, no violations
Placer Congestion = 1.12
Fill cells = 8501
Syn Area/Cell = 8.26 um2
Total GRT Usage = 44.8%
share of layout cells above drive strength 1 = 3.76%
logic area = 39200 um2
critical path peak fanout = 23
io pins = 100
Pleak = 0.0240 uW
number of global-route vias before repair = 40200
max frequency = 49.2 MHz
Critical Path End Type = primary output
cell taking the most area after synthesis = fa_1
max-cap viol count = 0
post-route ant nets = 0
Yosys Instances = 5480
registers = 0
RSZ-0062 raised after global routing = no
DRC = 0
Power Dens Cells = 450 nW/um2
largest net degree at the start of global routing = 50
Post-synth top cells = inv_1 (1272), fa_1 (1127), nand2_1 (858), nor2_1 (480), ha_1 (309)
Setup TNS = 0 ns
GRT Residual Overflow = 0
DR vias/cell = 5.85
Die Wd = 303 um
Log Warnings = 97
Ys Warns = 1
part of the cycle the worst path needs = 83.0%
first-pass GRT wire length = 271 mm
Detailed Place HPWL = 147 mm
core footprint = 89100 um2
final non-filler cell total = 6565
top area contributor share = 49.8%
count leader, synth = inv_1
via count = 38400
VDD IR-drop max = 0.000976 V
Die ar. = 91700 um2
initial antenna violation count = 6
setup bufs post-CTS = 0
Psw = 14200 uW
Placed Cells = 6559
crit path time final = 20.34 ns
Cell Int Power = 7210 uW
DRT Wirelength = 184 mm
Netlist cell types = 72
CP max stage delay = 0.78 ns
crit path DRT = 19.60 ns
Setup violations, final = 0
highest-delay cell along the critical path = fa_1
Syn Inst Count = 5480
Sw Share = 66.3%
WS Path Type = input port to primary output
fp_density = 50.8%
post-CTS resize count = 0
Post-Syn Area = 45300 um2
storage element area = 0 um2
max_slew headroom = 33.2%
Area Overhead vs Synth = 4.98%
Die Ht = 303 um
Worst-Margin Slew = 0.998 ns
CP arrival = 15.44 ns
Synth area leaders = fa_1 (50%), inv_1 (11%), ha_1 (8.5%)
startpoint types = input port
Cell Rows = 109
port bufs = 100
initial DRC count = 2595
post-DR wirelength/cell = 28.1 um
clk_buf instances = 0
CTS hold repair buffers = 0
first-pass iteration count of the detailed router = 8
Hold Vio Cnt, Final = 0
Final Max Slew Viols = 0
Yosys Chip Area = 45300 um2
Synth Seq Share = 0%
Worst Hold Class = input port to primary output
## cell families (layout without fill, tap and decap cells)
group | after synthesis | after routing | share of synthesized area, %
AOI/OAI and AO/OA | 657 | 657 | 9.42
xor gates and xnor gates | 96 | 96 | 1.86
adders and majority gates | 1436 | 1436 | 58.4
buffers and inverters | 1628 | 1542 | 13.5
muxes | 114 | 114 | 2.92
other | 0 | 6 | 0
and+or+nand+nor | 1549 | 1549 | 13.9
## critical path, delay by kind of cell
family	cells	cell delay [ns]
fa+ha+maj	9	5.02
buf+inv	12	3.00
compound gates	4	1.43
simple gates	6	0.91
mux	1	0.11
## layout make-up
cell class	count	share of cell area, %
well taps	1165	3.07
diodes	6	0.0316
multi-input cells	3852	82.4
repair buffers	240	4.21
inverters	1302	10.3
## stage by stage
step           hold slack (ns)  total power, uW  area (um2)  util [%]  setup WS [ns]
2_1_floorplan             9.98            12900       45300         -           5.73
3_3_place_gp             10.98            21100       47500      53.3           4.35
3_5_place_dp             10.99            21000       47500      53.3           4.17
4_1_cts                  10.99            21100       47500      53.3           4.12
5_1_grt                  11.06            23000       47500      53.3           3.66
6_report                 11.00            21400       47500      53.4           4.16
## layout by cell type (no fill, tap or decap), types with 10 or more instances in the layout
master	n
inv_1	1271
fa_1	1127
nand2_1	858
nor2_1	480
ha_1	309
a21oi_1	178
o21ai_0	162
buf_4	141
mux2i_1	95
clkdlybuf4s50_1	89
xnor2_1	63
nor3_1	38
a21o_1	35
a221oi_1	34
xor2_1	33
nand3_1	31
o211ai_1	29
a211oi_1	27
nand2b_1	27
o22ai_1	20
nor4_1	19
or3_1	18
and3_1	18
clkinv_1	17
o21bai_1	16
a22oi_1	16
nor2b_1	15
o31ai_1	14
mux4_2	14
a221o_1	14
inv_2	13
a31oi_1	13
and2_1	12
nand4_1	11
a211o_1	11
buf_2	10
## power by group through the flow
| stage | combinational [uW] | clock, uW | sequential, uW |
|---|---|---|---|
| global route | 23000 | 0 | 0 |
| CTS | 21100 | 0 | 0 |
## path summary, 6_finish.rpt
check             slack, ns  cells after the start       start              to
setup / recovery       4.16                     32  ALU_CON[3]  out_result[26]
hold / removal        11.00                      5  ALU_CON[0]   out_result[4]
## metal layers
layer	GRT usage (%)	share of wire, %	vias up
met5	0.259	0.0071	-
met2	65.3	45	2177
met1	60.3	36	19500
met3	19.6	12	426
li1	-	-	16300
met4	20.5	6.3	2
Power figures rest on the tool's default switching activity, not on a simulated workload.
