==> ./run.sh <==
#!/bin/bash
# OpenROAD 26Q1-2900-gdf79404cd8, Yosys 0.63+post, stock flow scripts
make -C /OpenROAD-flow-scripts/flow DESIGN_CONFIG=/design/flow/config.mk WORK_HOME=/design/flow/orfs finish
==> ./config.mk <==
export PLATFORM = sky130hd
export DESIGN_NAME = store_controller
export DESIGN_NICKNAME = store_controller
export VERILOG_FILES = /design/flow/design.v
export SDC_FILE = /design/flow/constraint.sdc
export NUM_CORES = 4
export LEC_CHECK = 1
export CORE_UTILIZATION = 50
==> ./constraint.sdc <==
current_design store_controller

set clk_period 12.0
set clk_io_pct 0.2

create_clock -name clk0 -period $clk_period [get_ports {clk}]

set non_clock_inputs [all_inputs -no_clocks]
set_input_delay [expr $clk_period * $clk_io_pct] -clock clk0 $non_clock_inputs
set_output_delay [expr $clk_period * $clk_io_pct] -clock clk0 [all_outputs]
==> ./design.v <==
package Config;
  parameter int SCRATCHPAD_DEPTH = 2 ** 7;
  parameter int BIAS = 0;
  parameter A_BITWIDTH = 8;
  parameter W_BITWIDTH = 8;
  parameter P_BITWIDTH = 24;
  parameter SMALL_SYS_ROWS = 8;
  parameter SMALL_SYS_COLS = 8;
  parameter CORE_ROWS = 2;
  parameter CORE_COLS = 2;
  parameter int SUPER_SYS_ROWS = CORE_ROWS * SMALL_SYS_ROWS;
  parameter int SUPER_SYS_COLS = SMALL_SYS_COLS * CORE_COLS;
  typedef struct packed {
    logic en, rdwr;
    logic [3:0] mask;
    logic [3:0][7:0] rd_data;
    logic [3:0][7:0] wr_data;
    logic [31:0] addr;
  } dbus_interface;
endpackage : Config
module store_controller (
    input logic clk,
    input logic rst,
    input logic can_do_store,
    input [3:0] buffer_empty,
    input logic [4:0] msize,
    nsize,
    input logic gt4,
    gt8,
    gt12,
    input logic [31:0] tile_C_addr,
    tile_B_stride,
    current_row_addr,
    output logic [3:0] rd_result,
    output logic gen_addr,
    interface_en,
    output logic [4:0] interface_control,
    output logic [31:0] next_row_addr,
    current_addr,
    output logic interface_rdwr,
    output logic done_store,
    output logic [1:0] buffer_sel
);
  parameter IDLE = 3'd0, STORE0 = 3'd1, STORE1 = 3'd2, STORE2 = 3'd3, STORE3 = 3'd4;
  logic [2:0] cs, ns;
  logic [$clog2(32)-1:0] count;
  logic ovf, count_en, count_clr;
  always_ff @(posedge clk) begin
    if (rst || count_clr) count <= 1;
    else if (count_en) count <= count + 1;
  end
  assign ovf = count == msize;
  always_comb begin
    gen_addr = 0;
    interface_en = 0;
    interface_control = 'x;
    next_row_addr = current_row_addr;
    current_addr = 'x;
    interface_rdwr = 1;   
    rd_result = 0;
    count_en = 0;
    done_store = 0;
    buffer_sel = 'x;
    count_clr = 0;
    ns = IDLE;
    case (cs)
      IDLE:
      if (can_do_store) begin
        ns = STORE0;
        next_row_addr = tile_C_addr;
        gen_addr = 1;
        count_clr = 1;
      end else begin
        gen_addr = 'x;
        interface_en = 'x;
        interface_control = 'x;
        next_row_addr = 'x;
        interface_rdwr = 'x;
        ns = IDLE;
      end
      STORE0:
      if (buffer_empty[0]) begin
        ns = STORE0;
      end else if (~buffer_empty[0] && gt4) begin
        current_addr = current_row_addr;
        interface_en = 1;
        interface_control = 5'd16;
        rd_result[0] = 1;
        buffer_sel = 0;
        ns = STORE1;
      end else if (~ovf && ~buffer_empty[0] && ~gt4) begin
        current_addr = current_row_addr;
        next_row_addr = current_row_addr + {tile_B_stride[29:0], 2'b00};
        gen_addr = 1;
        interface_en = 1;
        interface_control = {nsize[2:0], 2'b00};
        rd_result[0] = 1;
        buffer_sel = 0;
        count_en = 1;
        ns = STORE0;
      end else begin
        current_addr = current_row_addr;
        interface_en = 1;
        interface_control = {nsize[2:0], 2'b00};
        rd_result[0] = 1;
        buffer_sel = 0;
        done_store = 1;
        ns = IDLE;
      end
      STORE1:
      if (buffer_empty[1]) begin
        ns = STORE1;
      end else if (~buffer_empty[1] && gt8) begin
        current_addr = current_row_addr + 16;
        interface_en = 1;
        interface_control = 5'd16;
        rd_result[1] = 1;
        buffer_sel = 1;
        ns = STORE2;
      end else if (~ovf && ~buffer_empty[1] && ~gt8) begin
        current_addr = current_row_addr + 16;
        next_row_addr = current_row_addr + {tile_B_stride[29:0], 2'b00};
        gen_addr = 1;
        interface_en = 1;
        interface_control = {nsize - 5'd4, 2'b00};
        rd_result[1] = 1;
        buffer_sel = 1;
        count_en = 1;
        ns = STORE0;
      end else begin
        current_addr = current_row_addr + 16;
        interface_en = 1;
        interface_control = {nsize - 5'd4, 2'b00};
        rd_result[1] = 1;
        buffer_sel = 1;
        done_store = 1;
        ns = IDLE;
      end
      STORE2:
      if (buffer_empty[2]) begin
        ns = STORE2;
      end else if (~buffer_empty[2] && gt12) begin
        current_addr = current_row_addr + 32;
        interface_en = 1;
        interface_control = 5'd16;
        rd_result[2] = 1;
        buffer_sel = 2;
        ns = STORE3;
      end else if (~ovf && ~buffer_empty[2] && ~gt12) begin
        current_addr = current_row_addr + 32;
        next_row_addr = current_row_addr + {tile_B_stride[29:0], 2'b00};
        gen_addr = 1;
        interface_en = 1;
        interface_control = {nsize - 5'd8, 2'b00};
        rd_result[2] = 1;
        buffer_sel = 2;
        count_en = 1;
        ns = STORE0;
      end else begin
        current_addr = current_row_addr + 32;
        interface_en = 1;
        interface_control = {nsize - 5'd8, 2'b00};
        rd_result[2] = 1;
        buffer_sel = 2;
        done_store = 1;
        ns = IDLE;
      end
      STORE3:
      if (buffer_empty[3]) begin
        ns = STORE3;
      end else if (~ovf && ~buffer_empty[3]) begin
        current_addr = current_row_addr + 48;
        next_row_addr = current_row_addr + {tile_B_stride[29:0], 2'b00};
        gen_addr = 1;
        interface_en = 1;
        interface_control = {nsize - 5'd12, 2'b00};
        rd_result[3] = 1;
        buffer_sel = 3;
        count_en = 1;
        ns = STORE0;
      end else if (ovf && ~buffer_empty[3]) begin
        current_addr = current_row_addr + 48;
        interface_en = 1;
        interface_control = {nsize - 5'd12, 2'b00};
        rd_result[3] = 1;
        buffer_sel = 3;
        done_store = 1;
        ns = IDLE;
      end
    endcase
  end
  always_ff @(posedge clk) begin
    if (rst) cs <= IDLE;   
    else cs <= ns;   
  end
endmodule
==> metrics.yaml <==
chip_area_sq_mm: 0.00830
final_routed_wirelength_across_all_metal_layers_mm: 13.9
critPathRequiredTime_ps: 9600
drcViolationCount: 0
slew_headroom: 0.524
timing.fmax_mhz: 122
timing_worst_setup_path_type: "input port to primary output"
timing.setup.tns_ps: 0
antenna_found_initial: 0
cts-buffers-inserted: 3
synthCells: 621
placeableCoreArea_sq_mm: 0.00769
setup.reg_to_reg.worst_slack_ps: 9630
timing.critical_path.from_type: "input port"
post-place-ws_ps: 3860
timing.final.crit_period_ps: 8230
num_rows: 32
clock-root-buffer: "clkbuf_8"
maximum_number_of_pins_on_one_net_before_global_route_repair: 38
die.size.x_um: 91.1
critical_path.max_stage_delay_ps: 780
netlist.top_cell.by_instances: "a21oi_1"
clk_path_buf_depth: 2
clkTransAtPathRegs_ps: 50
dr.pass1.iters: 5
die_y_um: 91.1
tritoncts_clock_tree: "done"
routed_wire_length_per_instance_um: 15.9
synth_warnings: 1
yosysUniqueCellTypes: 71
rsz0062_at_grt: "false"
whs_path_depth: 2
post_synth_most_frequent_cells: "66 x a21oi_1, 65 x nand2_1, 43 x nor2_1"
fin_util: 0.759
critical_path.reg2reg.startpoint: "cs[4]"
ys_cells: 621
proportion_of_layout_cells_with_a_drive_suffix_above_1: 0.0337
grt_pass1_wl_mm: 22.6
maxCapViolations: 0
power_leakage_nw: 2.24
openroad.warnings: 30
crit_family: "buffers and inverters"
power.density_cell_area_mw_per_mm2: 51.3
worst_hold_path.endpoint: "count[1]"
worst_ep_arrival_time_ps: 5830
ys_seq_elements: 10
endpoint_kind: "primary output"
hold_violations: 0
critical-path-slowest-cell: "clkdlybuf4s50_1"
synth-edff-count: 0
largest_area_cell: "ha_1"
crit_fanout: 9
ys_seq_frac: 0.0504
reg2reg_to: "count[3]"
via_count_of_the_first_global_routing_pass: 4716
hpwlAfterDp_mm: 11.0
run_status: "finished, final reports clean"
netlist_top_cells_area: "ha_1 10%, a21oi_1 8.3%, nand2_1 6.1%, o21ai_0 5.3%, dfxtp_1 5.0%"
setup-violations-final: 0
worstSkewPairLatency_ps: 240
post_synth_instance_area_sq_mm: 0.00397
syn2layout_area_growth_pct: 46.9
clock-skew-final_ps: 3.52
drv_slew: 0
antennaDiodeCount: 0
post_cts.resized_instances: 0
post_drt_via_cell_ratio: 6.10
critical_path.n_buffers_inverters: 2
worst_hold_slack_ps: 535
ff2ff_path_depth: 8
post-cts-setup-buffer-count: 0
share_of_the_synthesized_area_in_the_top_cell_type: 0.101
initial_core_util: 0.516
holdCritPathClass: "flip-flop to flip-flop"
worst_slew_pin_slew_ps: 711
io_buffer_count: 187
boundaryPins: 195
drt_first_iter_violations: 315
worstPathCellList: "clkdlybuf4s50_1 > ha_1 > and4_1 > and4_4 > a32o_2 > nor3_2 > a21oi_2 > o21a_1 > o211ai_1 > mux2i_1 > nand2_1 > clkdlybuf4s50_1"
synth.avg_cell_area_sq_um: 6.39
min_from: "count[1]"
worst_path_most_repeated_cell: "clkdlybuf4s50_1"
worst_slack_ps: 3770
grt.overflow.total: 0
postCtsHoldBufs: 0
vias: 5330
timing.final.crit_share: 0.686
drt.antenna.violating_nets: 0
grt_use_total: 0.333
synth-async-reset-ratio: 0
globalplace.congestion: 0.975
htree_levels: 1
dominantRegCellSynth: "dfxtp_1"
power_mw: 0.299
max-vdd-ir-drop_mv: 0.0753
yosys.stat.chipArea_sq_mm: 0.00397
clock-sinks: 10
-- state kept, by name, indices dropped and copies added, names as in the netlist --
| signal | flops |
|---|---|
| cs | 5 |
| count | 5 |
-- worst register-to-register path, cell delays in order (launching register included) --
cell and delay [ps]:
dfxtp_1 700, inv_2 340, nor3_1 310, nor4_2 120
a31oi_1 150, buf_4 260, nand4_1 150, xor2_1 170
nor2_1 50
-- cell usage in the layout (no fill, tap or decap), drive strengths merged, types with 3 or more instances in the layout --
| master | count |
|---|---|
| a211oi | 4 |
| a21o | 10 |
| a21oi | 67 |
| a221o | 7 |
| a221oi | 3 |
| a22oi | 25 |
| a31oi | 8 |
| and2 | 6 |
| and3 | 7 |
| and4 | 3 |
| buf | 4 |
| clkbuf | 4 |
| clkdlybuf4s50 | 187 |
| conb | 3 |
| dfxtp | 10 |
| ha | 32 |
| inv | 22 |
| mux2i | 4 |
| nand2 | 65 |
| nand2b | 9 |
| nand3 | 12 |
| nand4 | 20 |
| nor2 | 45 |
| nor2b | 9 |
| nor3 | 40 |
| nor4 | 3 |
| o211ai | 7 |
| o21a | 7 |
| o21ai | 67 |
| o21bai | 4 |
| o221ai | 12 |
| o31ai | 6 |
| or2 | 4 |
| or3 | 3 |
| xnor2 | 16 |
| xor2 | 15 |
-- worst max path at each step --
stage / start / endpoint / slack [ps] / depth (start not counted)
after CTS: current_row_addr[24] / next_row_addr[31] / 3830 / 12
after global routing: current_row_addr[2] / next_row_addr[28] / 3600 / 14
final: current_row_addr[24] / next_row_addr[31] / 3770 / 12
-- routing by layer --
metal,vias up,global-route usage,wire [um]
met5,-,0,0
met4,0,0.0608,244
met3,19,0.0400,1210
met2,259,0.574,6570
met1,2409,0.453,5870
li1,2643,-,-
-- per-stage QoR --
step / std cells / cell area, sq um
2_1_floorplan: 622 / 3970
3_5_place_dp: 870 / 5780
5_1_grt: 874 / 5830
6_report: 874 / 5830
4_1_cts: 874 / 5830
3_3_place_gp: 870 / 5780
-- kinds of logic (layout without fill, tap and decap cells) --
logic type	count (synthesis)	after routing	synth area share
AND-OR/OR-AND	242	242	0.393
AND/OR/NAND/NOR	231	231	0.288
buffers and inverters	67	217	0.0776
adder cells (fa/ha/maj)	34	34	0.111
XOR/XNOR	31	31	0.0684
flip-flops	10	10	0.0504
multiplexers	4	4	0.0101
other	2	3	0.00189
-- report_power, final --
part	leakage (nW)	switching [mW]	total, mW	internal (mW)
combinational	2.13	0.0990	0.221	0.122
sequential	0.0813	0.00114	0.0353	0.0341
clock	0.0288	0.0138	0.0427	0.0289
-- final cells by class --
cell class | count | area [sq um]
tap | 102 | 128
timing repair buffer | 191 | 1900
multi-input combinational | 545 | 3460
sequential | 10 | 200
fill | 573 | 1860
inverter | 22 | 82.6
clock buffer | 4 | 55.1
Power figures rest on the tool's default switching activity, not on a simulated workload.
