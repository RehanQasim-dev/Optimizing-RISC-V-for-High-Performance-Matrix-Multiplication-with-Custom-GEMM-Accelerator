==> flow/design.v <==
package Config;
  parameter int SCRATCHPAD_DEPTH = 2 ** 7;
  parameter int BIAS = 0;
  parameter A_BITWIDTH = 8;
  parameter W_BITWIDTH = 8;
  parameter P_BITWIDTH = 24;
  parameter SMALL_SYS_ROWS = 8;
  parameter SMALL_SYS_COLS = 8;
  parameter CORE_ROWS = 2;
  parameter CORE_COLS = 2;
  parameter int SUPER_SYS_ROWS = CORE_ROWS * SMALL_SYS_ROWS;
  parameter int SUPER_SYS_COLS = SMALL_SYS_COLS * CORE_COLS;
  typedef struct packed {
    logic en, rdwr;
    logic [3:0] mask;
    logic [3:0][7:0] rd_data;
    logic [3:0][7:0] wr_data;
    logic [31:0] addr;
  } dbus_interface;
endpackage : Config
module Load_Ex_controller (
    input  logic        rst,                       
    clk,   
    done_store,   
    store,   
    conf_empty,   
    ready_for_HI,   
    input  logic [ 1:0] mode,                      
    input  logic [31:0] current_addr,              
    tile_B_addr,   
    tile_A_addr,   
    tile_B_stride,   
    tile_A_stride,   
    input  logic [ 4:0] msize,                     
    ksize,   
    nsize,
    output logic        can_store,                 
    interface_rdwr,   
    interface_en,   
    output logic [ 4:0] interface_control,         
    output logic        conf_buff_read_buffered,   
    output logic [31:0] next_addr,                 
    output logic        gen_addr,                  
    output logic        prefetch_done_buffered,
    output logic        prefetch_start,
    output logic        use_store_addr,
    if_en_buffered,
    wfetch_buffered,
    input  logic        gen_addr_store,
    interface_en_store,
    input  logic [ 4:0] interface_control_store,
    input  logic [31:0] next_row_addr_store,
    input  logic        interface_rdwr_store,
    output logic        we_accum_ctrl
);
  logic [2:0] ns, cs;   
  assign use_store_addr = cs == STORE;
  logic conf_buff_read, prefetch_done;   
  logic if_en, wfetch;
  assign conf_buff_read_buffered = conf_buff_read;
  always_ff @(posedge clk) begin : blockName
    prefetch_done_buffered <= prefetch_done;
    if_en_buffered <= if_en;
    wfetch_buffered <= wfetch;
  end
  localparam IDLE = 3'b000;
  localparam PREFETCH = 3'b001;
  localparam COMPUTE = 3'b010;
  localparam STORE = 3'b011;
  localparam CHECK_NEXT = 3'b100;
  localparam FW = 0;
  localparam VW = 1;
  localparam HW = 2;
  localparam IW = 3;
  logic clr_size_counter, en_size_counter, do_read_B, do_read_A;
  logic [31:0] count;
  always_ff @(posedge clk) begin
    if (clr_size_counter) count <= 0;
    else if (en_size_counter) count <= count + 1;
  end
  assign do_read_B = ksize != (count + 1);
  assign do_read_A = msize != (count + 1);
  logic test_gen;
  assign test_gen = gen_addr;
  always_comb begin
    gen_addr = 0;
    clr_size_counter = 0;
    en_size_counter = 0;
    interface_en = 0;
    interface_control = 'x;
    next_addr = 'x;
    interface_rdwr = 0;   
    conf_buff_read = 0;
    prefetch_done = 0;
    if_en = 0;
    wfetch = 0;
    can_store = 0;
    prefetch_start = 0;
    we_accum_ctrl = 0;
    ns = IDLE;
    case (cs)
      IDLE:
      if (conf_empty) begin
        ns = IDLE;
      end else begin
        next_addr = tile_B_addr;
        gen_addr = 1;
        en_size_counter = 1;
        clr_size_counter = 1;
        prefetch_start = 1;
        ns = PREFETCH;
      end
      PREFETCH:
      if (do_read_B) begin
        interface_en = 1;
        interface_control = nsize;
        next_addr = current_addr - tile_B_stride;
        gen_addr = 1;
        en_size_counter = 1;
        wfetch = 1;
        ns = PREFETCH;
      end else begin
        interface_en = 1;
        interface_control = nsize;
        next_addr = tile_A_addr;
        gen_addr = 1;
        en_size_counter = 1;
        clr_size_counter = 1;
        prefetch_done = 1;
        wfetch = 1;
        we_accum_ctrl = 1;
        ns = COMPUTE;
      end
      COMPUTE:
      if (do_read_A) begin
        interface_en = 1;
        interface_control = ksize;
        next_addr = current_addr + tile_A_stride;
        gen_addr = 1;
        en_size_counter = 1;
        if_en = 1;
        ns = COMPUTE;
      end else if (~do_read_A && ~store) begin
        interface_en = 1;
        interface_control = ksize;
        if_en = 1;
        conf_buff_read = 1;
        ns = CHECK_NEXT;
      end else begin
        can_store = 1;
        interface_en = 1;
        interface_control = ksize;
        if_en = 1;
        gen_addr = gen_addr_store;
        next_addr = next_row_addr_store;
        ns = STORE;
      end
      STORE:
      if (done_store) begin
        conf_buff_read = 1;
        interface_en = interface_en_store;
        interface_control = interface_control_store;
        interface_rdwr = interface_rdwr_store;
        can_store = 1;
        ns = IDLE;
      end else begin
        interface_en = interface_en_store;
        interface_control = interface_control_store;
        interface_rdwr = interface_rdwr_store;
        gen_addr = gen_addr_store;
        next_addr = next_row_addr_store;
        ns = STORE;
        can_store = 1;
      end
      CHECK_NEXT:
      if (~ready_for_HI && (mode == HW || mode == IW) && ~conf_empty) begin
        ns = CHECK_NEXT;
      end else if (ready_for_HI && (mode == HW || mode == IW) && ~conf_empty) begin
        interface_en = 0;
        interface_control = nsize;
        next_addr = tile_B_addr;
        gen_addr = 1;
        en_size_counter = 'x;
        clr_size_counter = 1;
        prefetch_start = 1;
        ns = PREFETCH;
      end else if ((mode == FW || mode == VW) && ~conf_empty) begin
        interface_control = ksize;
        next_addr = tile_B_addr;
        gen_addr = 1;
        en_size_counter = 1;
        clr_size_counter = 1;
        prefetch_start = 1;
        ns = PREFETCH;
      end else begin
        ns = IDLE;
      end
    endcase
  end
  always_ff @(posedge clk) begin
    if (rst) cs <= IDLE;   
    else cs <= ns;   
  end
endmodule
==> flow/run.sh <==
#!/bin/bash
# OpenROAD 26Q1-2900-gdf79404cd8, Yosys 0.63+post, stock flow scripts
make -C /OpenROAD-flow-scripts/flow DESIGN_CONFIG=/design/flow/config.mk WORK_HOME=/design/flow/orfs finish
==> flow/config.mk <==
export PLATFORM = sky130hd
export DESIGN_NAME = Load_Ex_controller
export DESIGN_NICKNAME = Load_Ex_controller
export VERILOG_FILES = /design/flow/design.v
export SDC_FILE = /design/flow/constraint.sdc
export NUM_CORES = 4
export LEC_CHECK = 1
export CORE_UTILIZATION = 30
==> flow/constraint.sdc <==
current_design Load_Ex_controller

set clk_period 17.8
set clk_io_pct 0.2

create_clock -name clk0 -period $clk_period [get_ports {clk}]

set non_clock_inputs [all_inputs -no_clocks]
set_input_delay [expr $clk_period * $clk_io_pct] -clock clk0 $non_clock_inputs
set_output_delay [expr $clk_period * $clk_io_pct] -clock clk0 [all_outputs]
==> results.cfg <==
; physical design summary
[yosys]
edf_count = 0
ys_area_mm2 = 0.007440
ys_async_sr_fraction_pct = 0
ys.warnings.count = 1
ys_cells = 1052
top_area_cell = dfxtp_1
synth_area_per_cell_um2 = 7.072
synth.distinct_cells = 81
synth_seq_share_pct = 10.76
topCellsByArea = dfxtp_1 11%, ha_1 11%, a21oi_1 6.1%
synthesis.area_mm2 = 0.007440
synth_cells = 1052
yosys_most_used_dff = dfxtp_1
top_area_share_pct = 10.76
numSynthFlops = 40

[pwr]
p_total_uw = 458.8
powerDensity_mw_per_mm2 = 43.43
p_leak_nw = 4.185
irDropWorstVdd_mv = 0.03286

[clocking]
cts_tree = built
cts.sinks = 40
post_cts_buffers = 0
root_buffer = clkbuf_16
clock_path_buffers = 2
cts_resized = 0
cts-buffers-inserted = 5
holdBufCountCts = 0
cts-htree-levels = 2
clkLatencyLatePin_ns = 0.29
clk_pin_slew_ns = 0.06

[final_layout]
final_area_mm2 = 0.01056
seqCellArea_um2 = 800.8
final_cells = 1614
n_fill_cell = 2441
fin_util_pct = 43.43
drive_gt1_share_pct = 4.267
comb_area_mm2 = 0.006173
areaGrowthSynthToFinish_pct = 41.98

[hold_path]
whs_path_depth = 2
hold_class = register to register

[route]
firstDrtPassIters = 7
wl_per_cell_um = 18.09
met3RoutedLength_mm = 1.811
routed_wirelength_mm = 29.20
met2_length_mm = 13.98
drcViolationCount = 0
post_drt_via_cell_ratio = 5.434
first_iter_violations = 539
dr_total_vias = 8770
highest_layer = met4
antenna_left = 0
wl_met1_mm = 12.93

[final_timing]
skew_ns = 0.006023
clock.fmax_mhz = 90.06
worst_pin_slew_ns = 0.8284
rsz0062_at_grt = false
finalHoldViolCount = 0
max_slew_margin_pct = 44.77
finalCritPeriodShare_pct = 62.38
final.min_clock_period_ns = 11.10
finalSetupViolCount = 0
tns_ns = 0
drv_slew = 0

[floorplanning]
dieHeight_um = 159.5
rows = 57
core_mm2 = 0.02432
die_w_um = 159.5
chip_area_mm2 = 0.02543
ios = 271
core_util_floorplan_pct = 30.59

[critical_path]
path_class = input port to output port
critPathMaxFanout = 7
arrival_ns = 7.54
reg2regPathDepth = 10
r2r_slack_ns = 13.93
cp.required_ns = 14.24
crit_path_end_kind = output port
start_kind = input port

[global_route]
grt_pass1_wl_mm = 45.16
track_usage_pct = 22.76
grt_pass1_vias = 8354
antenna_found_initial = 1
grt_max_degree = 61
grt_overflow = 0

[job]
warnings = 26
cap_viol_max_count = 0

[run_status]
outcome = complete, no violations

[placement]
placed_area_mm2 = 0.01041
place.gp.congestion = 0.9611
dp_cells = 1605
port_buffers = 269
place_hpwl_mm = 23.75
==> power breakdown <==
group / switching (mW) / internal, mW
logic: 0.131 / 0.140
clock network: 0.0356 / 0.0559
registers: 0.00419 / 0.0918
total: 0.171 / 0.288
==> final cells by class <==
| cell class | instances | share of cell area [%] |
|---|---|---|
| tap | 324 | 3.838 |
| inverter | 57 | 2.026 |
| sequential | 40 | 7.581 |
| antenna | 1 | 0.02369 |
| timing repair buffer | 286 | 26.70 |
| clock buffer | 8 | 1.386 |
| multi-input combinational | 898 | 58.45 |
==> stage by stage <==
step                      hold slack [ns]  setup WS (ns)
final                              0.4918          6.697
after global routing               0.5236          6.445
after CTS                          0.4926          6.696
after detailed placement           0.4866          6.724
after global placement             0.4762          6.722
after floorplan                    0.3290          8.325
==> path summary, 6_finish.rpt <==
check                         from       endpoint
setup / recovery  current_addr[16]  next_addr[31]
setup reg to reg          count[0]      count[30]
hold reg to reg           count[8]       count[8]
hold / removal            count[8]       count[8]
==> flip-flops by register name (all words and copies together) (netlist names) <==
| name | cells |
|---|---|
| prefetch_done_buffered | 1 |
| wfetch_buffered | 1 |
| if_en_buffered | 1 |
| cs | 5 |
| count | 32 |
==> critical path, stage by stage <==
cell	delay, ns
clkdlybuf4s50_1	0.51
ha_1	0.44
a21oi_1	0.25
o21ai_0	0.17
or4_1	0.45
a211o_1	0.29
a311oi_1	0.64
nor2_1	0.09
o41ai_1	0.35
o21ai_0	0.20
o211ai_2	0.10
clkdlybuf4s50_1	0.48
==> kinds of logic after synthesis <==
kind of cell	after synthesis	synth area share, %
mux	42	5.684
fa+ha+maj	65	11.13
flops	40	10.76
buf+inv	114	6.643
compound gates	330	29.97
simple gates	388	27.21
xor+xnor	73	8.594
==> cells in the mapped netlist, types with 13 or more instances <==
cell type and number:
xor2_1 30, clkbuf_1 30, nand2_1 119, a22oi_1 13
a222oi_1 14, a21oi_1 91, xnor2_1 43, and2_1 13
a21o_1 21, nand3_1 39, nor2_1 67, nand2b_1 40
a31oi_1 24, dfxtp_1 40, ha_1 63, buf_2 21
nand4_1 26, nor3_1 18, o21ai_0 50, a211oi_1 15
mux2i_1 40, inv_1 57
==> cell usage in the layout, fill, tap and decap left out, types with 5 or more instances in the layout <==
cell	n
mux2i_1	40
ha_1	63
a221oi_1	5
clkbuf_16	5
nor2_1	67
a211oi_1	15
buf_4	17
clkdlybuf4s50_1	269
a31oi_1	24
o31ai_1	5
a2111oi_0	5
nand3_1	39
nand2_1	119
nand3b_1	6
xnor2_1	43
a21o_1	21
dfxtp_1	40
and2_1	13
o211ai_1	9
and4_1	8
nor2b_1	8
and3_1	9
or3_1	6
o21bai_1	10
a222oi_1	14
nand2b_1	40
o21a_1	8
a21oi_1	91
a211o_1	5
xor2_1	30
inv_1	57
o21ai_0	50
a22oi_1	13
nand4_1	26
o21ai_1	9
nor3_1	17
==> layer usage <==
layer  global-route usage [%]  vias up
met3                    2.764       26
li1                         -     4381
met4                    3.234        0
met1                    31.38     4040
met2                    38.94      323
met5                        0        -
Power and IR drop assume default switching activity.
