==> flow/design.v <==
package Config;
  parameter int SCRATCHPAD_DEPTH = 2 ** 7;
  parameter int BIAS = 0;
  parameter A_BITWIDTH = 8;
  parameter W_BITWIDTH = 8;
  parameter P_BITWIDTH = 24;
  parameter SMALL_SYS_ROWS = 8;
  parameter SMALL_SYS_COLS = 8;
  parameter CORE_ROWS = 2;
  parameter CORE_COLS = 2;
  parameter int SUPER_SYS_ROWS = CORE_ROWS * SMALL_SYS_ROWS;
  parameter int SUPER_SYS_COLS = SMALL_SYS_COLS * CORE_COLS;
  typedef struct packed {
    logic en, rdwr;
    logic [3:0] mask;
    logic [3:0][7:0] rd_data;
    logic [3:0][7:0] wr_data;
    logic [31:0] addr;
  } dbus_interface;
endpackage : Config
module mac #(
    parameter A_BITWIDTH = 8,
    parameter W_BITWIDTH = 8,
    parameter P_BITWIDTH = 24
) (
    input  logic                  clk,
    input  logic                  rst,
    input  logic                  A_en,
    output logic                  A_ready,
    input  logic [A_BITWIDTH-1:0] A_in,
    output logic [A_BITWIDTH-1:0] A_out,
    input  logic                  W_en,
    output logic                  W_ready,
    input  logic [W_BITWIDTH-1:0] W_in,
    output logic [W_BITWIDTH-1:0] W_out,
    input  logic [P_BITWIDTH-1:0] P_in,
    output logic [P_BITWIDTH-1:0] P_out
);
logic [23:0] temp;
  always_ff @(posedge clk) begin
    if (rst) begin
      A_out <= 0;
      A_ready <= 0;
      W_out <= 0;
      W_ready <= 0;
      P_out <= 0;
    end else begin
      if (W_en) begin
        W_out   <= W_in;
        W_ready <= 1;
      end else begin
        W_ready <= 0;
      end
      if (A_en) begin
        A_out   <= A_in;
        P_out   <= temp + P_in;
        A_ready <= 1;
      end else begin
        A_ready <= 0;
      end
    end
  end
assign temp=($signed(A_in) * $signed(W_out));
endmodule
import Config::*;
module systolic (
    input logic clk,
    rst,
    input logic [SMALL_SYS_ROWS-1:0] if_en,
    input logic [SMALL_SYS_COLS-1:0] wfetch,
    input logic [SMALL_SYS_COLS-1:0] wfetch_halt,
    input logic [SMALL_SYS_ROWS-1:0][A_BITWIDTH-1:0] if_data,
    input logic [SMALL_SYS_COLS-1:0][A_BITWIDTH-1:0] wdata,
    input logic [SMALL_SYS_COLS-1:0][P_BITWIDTH-1:0] bias,
    output logic [SMALL_SYS_COLS-1:0][P_BITWIDTH-1:0] of_data,
    output logic [SMALL_SYS_ROWS-1:0][A_BITWIDTH-1:0] if_data_out,
    output logic [SMALL_SYS_ROWS-1:0] if_en_out,
    output logic [SMALL_SYS_COLS-1:0] wfetch_out,
    output logic [SMALL_SYS_COLS-1:0][A_BITWIDTH-1:0] wdata_out
);
  logic [SMALL_SYS_ROWS-1:0][SMALL_SYS_COLS-2:0][A_BITWIDTH-1:0] A_data;
  logic [SMALL_SYS_ROWS-1:0][SMALL_SYS_COLS-2:0]                 A_ready;
  logic [SMALL_SYS_ROWS-2:0][SMALL_SYS_COLS-1:0][W_BITWIDTH-1:0] W_data;
  logic [SMALL_SYS_ROWS-2:0][SMALL_SYS_COLS-1:0]                 W_ready;
  logic [SMALL_SYS_ROWS-2:0][SMALL_SYS_COLS-1:0][P_BITWIDTH-1:0] P_data;
  genvar i, j;
  for (i = 0; i < SMALL_SYS_ROWS; i++) begin
    for (j = 0; j < SMALL_SYS_COLS; j++) begin
      if (i == 0 && j == 0)
        mac mac_instance (
            .clk(clk),
            .rst(rst),
            .A_en(if_en[i]),
            .A_ready(A_ready[i][j]),
            .A_in(if_data[i]),
            .A_out(A_data[i][j]),
            .W_en(wfetch[j] & wfetch_halt[j]),
            .W_ready(W_ready[i][j]),
            .W_in(wdata[j]),
            .W_out(W_data[i][j]),
            .P_in(bias[j]),
            .P_out(P_data[i][j])
        );
      else if (i == 0 && j == SMALL_SYS_COLS - 1)
        mac mac_instance (
            .clk(clk),
            .rst(rst),
            .A_en(A_ready[i][j-1]),
            .A_ready(if_en_out[i]),
            .A_in(A_data[i][j-1]),
            .A_out(if_data_out[i]),
            .W_en(wfetch[j] & wfetch_halt[j]),
            .W_ready(W_ready[i][j]),
            .W_in(wdata[j]),
            .W_out(W_data[i][j]),
            .P_in(bias[j]),
            .P_out(P_data[i][j])
        );
      else if (i == 0)
        mac mac_instance (
            .clk(clk),
            .rst(rst),
            .A_en(A_ready[i][j-1]),
            .A_ready(A_ready[i][j]),
            .A_in(A_data[i][j-1]),
            .A_out(A_data[i][j]),
            .W_en(wfetch[j] & wfetch_halt[j]),
            .W_ready(W_ready[i][j]),
            .W_in(wdata[j]),
            .W_out(W_data[i][j]),
            .P_in(bias[j]),
            .P_out(P_data[i][j])
        );
      if (i == SMALL_SYS_ROWS - 1 && j == 0)
        mac mac_instance (
            .clk(clk),
            .rst(rst),
            .A_en(if_en[i]),
            .A_ready(A_ready[i][j]),
            .A_in(if_data[i]),
            .A_out(A_data[i][j]),
            .W_en(W_ready[i-1][j] & wfetch_halt[j]),
            .W_ready(wfetch_out[j]),
            .W_in(W_data[i-1][j]),
            .W_out(wdata_out[j]),
            .P_in(P_data[i-1][j]),
            .P_out(of_data[j])
        );
      else if (i == SMALL_SYS_ROWS - 1 && j == SMALL_SYS_COLS - 1)
        mac mac_instance (
            .clk(clk),
            .rst(rst),
            .A_en(A_ready[i][j-1]),
            .A_ready(if_en_out[i]),
            .A_in(A_data[i][j-1]),
            .A_out(if_data_out[i]),
            .W_en(W_ready[i-1][j] & wfetch_halt[j]),
            .W_ready(wfetch_out[j]),
            .W_in(W_data[i-1][j]),
            .W_out(wdata_out[j]),
            .P_in(P_data[i-1][j]),
            .P_out(of_data[j])
        );
      else if (i == SMALL_SYS_ROWS - 1)
        mac mac_instance (
            .clk(clk),
            .rst(rst),
            .A_en(A_ready[i][j-1]),
            .A_ready(A_ready[i][j]),
            .A_in(A_data[i][j-1]),
            .A_out(A_data[i][j]),
            .W_en(W_ready[i-1][j] & wfetch_halt[j]),
            .W_ready(wfetch_out[j]),
            .W_in(W_data[i-1][j]),
            .W_out(wdata_out[j]),
            .P_in(P_data[i-1][j]),
            .P_out(of_data[j])
        );
      if (i != SMALL_SYS_ROWS - 1 && i != 0 && j == 0)
        mac mac_instance (
            .clk(clk),
            .rst(rst),
            .A_en(if_en[i]),
            .A_ready(A_ready[i][j]),
            .A_in(if_data[i]),
            .A_out(A_data[i][j]),
            .W_en(W_ready[i-1][j] & wfetch_halt[j]),
            .W_ready(W_ready[i][j]),
            .W_in(W_data[i-1][j]),
            .W_out(W_data[i][j]),
            .P_in(P_data[i-1][j]),
            .P_out(P_data[i][j])
        );
      else if (i != SMALL_SYS_ROWS - 1 && i != 0 && j == SMALL_SYS_COLS - 1)
        mac mac_instance (
            .clk(clk),
            .rst(rst),
            .A_en(A_ready[i][j-1]),
            .A_ready(if_en_out[i]),
            .A_in(A_data[i][j-1]),
            .A_out(if_data_out[i]),
            .W_en(W_ready[i-1][j] & wfetch_halt[j]),
            .W_ready(W_ready[i][j]),
            .W_in(W_data[i-1][j]),
            .W_out(W_data[i][j]),
            .P_in(P_data[i-1][j]),
            .P_out(P_data[i][j])
        );
      else if (i != SMALL_SYS_ROWS - 1 && i != 0 && j != 0 && j != SMALL_SYS_COLS - 1)
        mac mac_instance (
            .clk(clk),
            .rst(rst),
            .A_en(A_ready[i][j-1]),
            .A_ready(A_ready[i][j]),
            .A_in(A_data[i][j-1]),
            .A_out(A_data[i][j]),
            .W_en(W_ready[i-1][j] & wfetch_halt[j]),
            .W_ready(W_ready[i][j]),
            .W_in(W_data[i-1][j]),
            .W_out(W_data[i][j]),
            .P_in(P_data[i-1][j]),
            .P_out(P_data[i][j])
        );
    end
  end
endmodule
==> flow/run.sh <==
#!/bin/bash
# OpenROAD 26Q1-2900-gdf79404cd8, Yosys 0.63+post, stock flow scripts
make -C /OpenROAD-flow-scripts/flow DESIGN_CONFIG=/design/flow/config.mk WORK_HOME=/design/flow/orfs finish
==> flow/config.mk <==
export PLATFORM = sky130hd
export DESIGN_NAME = systolic
export DESIGN_NICKNAME = systolic
export VERILOG_FILES = /design/flow/design.v
export SDC_FILE = /design/flow/constraint.sdc
export NUM_CORES = 4
export LEC_CHECK = 1
export CORE_UTILIZATION = 40
==> flow/constraint.sdc <==
current_design systolic

set clk_period 14.4
set clk_io_pct 0.2

create_clock -name clk0 -period $clk_period [get_ports {clk}]

set non_clock_inputs [all_inputs -no_clocks]
set_input_delay [expr $clk_period * $clk_io_pct] -clock clk0 $non_clock_inputs
set_output_delay [expr $clk_period * $clk_io_pct] -clock clk0 [all_outputs]
==> impl_metrics.py <==
# Generated from Yosys and OpenROAD reports
metrics = {
    "pwr": {
        "power_frac_clock_pct": 52.1,
        "power_density_nw_per_um2": 54.50,
        "combPwrFrac_pct": 7.5,
        "p_seq_share_pct": 40.4,
        "total_power_w": 0.01906,
        "switching_share_pct": 25.67,
        "peakVddDrop_uv": 88.23,
        "p_leak_nw": 169.0,
        "p_sw_w": 0.004893,
        "intPower_w": 0.01416,
    },
    "grt": {
        "grt_max_degree": 127,
        "grt_use_total_pct": 20.29,
        "grt_overflow": 0,
        "grt_pass1_vias": 225630,
        "grt_pass1_wl_um": 1258000,
        "grt_antenna_before_repair": 33,
    },
    "drt": {
        "viasPerCell": 4.980,
        "routed_wl_um": 783600,
        "ant_nets": 0,
        "dr.pass1.iters": 6,
        "remaining_drc_errors": 0,
        "num_vias": 237421,
        "drt_iter0_markers": 11816,
        "wire_per_inst_um": 16.44,
    },
    "critical_path": {
        "critPathMaxFanout": 9,
        "critPathBufInv": 5,
        "endpoint_kind": "flop",
        "slowest_delay_ps": 860,
        "start_kind": "primary input",
        "critPathRequiredTime_ps": 15250,
        "critPathKind": "primary input to flop",
        "cp.arrival_ps": 10430,
        "path_delay_family": "AND-OR/OR-AND gates",
        "cp_slowest_cell": "a2111oi_0",
    },
    "clock_network": {
        "cts_repair_resize_count": 0,
        "cts_tree": "built",
        "cts.htree.levels": 5,
        "post_cts_buffers": 0,
        "clk_path_buf_depth": 4,
        "numCtsBuffers": 359,
        "path_clk_slew_ps": 60,
        "cts.sinks": 2688,
        "clk_latency_ps": 1060,
        "postCtsHoldBufs": 0,
        "cts_root_buf": "clkbuf_16",
    },
    "synth": {
        "synth_area_per_cell_um2": 8.677,
        "ys.flops": 2688,
        "synth_area_um2": 320200,
        "async_reset_ff_share_pct": 0,
        "edf_count": 0,
        "most_common_cell": "inv_1",
        "ys_types": 95,
        "flop_cell": "dfxtp_1",
        "synth.top_cells.by_count": "inv_1 (5,817), fa_1 (3,584), ha_1 (3,451), nor2_1 (2,926), and2_1 (2,835)",
        "yosys.area.top_type": "fa_1",
        "ys_area_um2": 320200,
        "top_cell_area_share_pct": 22.41,
        "ys_warn_count": 1,
        "yosysCellCount": 36903,
        "synth.area.top_cells": "fa_1 (22%), dfxtp_1 (17%), ha_1 (13%), inv_1 (6.8%), and2_1 (5.5%)",
        "synthesis.instances": 36903,
        "synth_seq_share_pct": 16.81,
    },
    "final_timing": {
        "worst_pin_slew_ps": 1002,
        "min_period_ps": 9575,
        "fin_crit_sh_pct": 66.49,
        "fin_tns_setup_ps": 0,
        "slew_headroom_pct": 31.48,
        "grt_setup_unrepaired": "no",
        "fmax_mhz": 104.4,
        "fin_skew_ps": 77.40,
        "setup_slack_ps": 4825,
        "drv_slew": 0,
        "setup_violations": 0,
        "hold_viol": 0,
    },
    "placed_design": {
        "port_buffers": 681,
        "dp_slack_ps": 3869,
        "routabilityCongestion": 0.9027,
        "place_hpwl_um": 640500,
        "dp.cells": 46996,
    },
    "layout": {
        "layout-drive-gt1-share_pct": 2.922,
        "syn2layout_area_growth_pct": 9.215,
        "fin_cells": 47674,
    },
    "floorplanning": {
        "dieArea_um2": 804100,
        "pin_count": 682,
        "num_rows": 328,
        "coreArea_um2": 797800,
        "die_height_um": 896.7,
        "die_x_um": 896.7,
        "initCoreUtil_pct": 40.13,
    },
    "run": {
        "warnings": 161,
        "cap_violations": 0,
    },
    "run_status": {
        "outcome": "complete, no violations",
    },
    "hold_path": {
        "min_path_type": "flop to flop",
    },
}
## area by class of cell
type                       instances  area [um^2]
clock inverter                   198         2897
inverter                        5824        21870
antenna                           12        30.03
sequential                      2688        53880
timing repair buffer             864         8168
clock buffer                     468        10180
tap                            10560        13210
fill                           75284       448100
multi-input combinational      27060       239500
## state kept, by name, indices dropped and copies added, names as in the netlist, 48 cells and up
register and count:
genblk1.genblk1.genblk3.mac_instance.A_out 48, genblk1.genblk1.genblk1.genblk1.genblk1.mac_instance.W_out 48, genblk1.genblk1.genblk3.mac_instance.W_out 48, genblk1.genblk1.genblk3.mac_instance.P_out 144, genblk1.genblk1.genblk3.genblk1.mac_instance.P_out 144, genblk1.genblk1.genblk1.genblk1.genblk1.mac_instance.P_out 144
genblk1.genblk1.genblk3.genblk1.genblk1.mac_instance.W_out 288, genblk1.genblk1.genblk3.genblk1.genblk1.mac_instance.P_out 864, genblk1.genblk1.genblk2.genblk1.genblk1.mac_instance.W_out 48, genblk1.genblk1.genblk3.genblk1.mac_instance.A_out 48, genblk1.genblk1.genblk1.genblk1.genblk1.mac_instance.A_out 48, genblk1.genblk1.genblk3.genblk1.mac_instance.W_out 48
genblk1.genblk1.genblk2.genblk1.genblk1.mac_instance.P_out 144, genblk1.genblk1.genblk3.genblk1.genblk1.mac_instance.A_out 288, genblk1.genblk1.genblk2.genblk1.genblk1.mac_instance.A_out 48
## final timing paths
| kind | startpoint | to | slack, ps | cells past startpoint |
|---|---|---|---|---|
| min | flop | flop | 450 | 2 |
| min reg2reg | flop | flop | 450 | 2 |
| max | if_data[19] | flop | 4830 | 25 |
| max reg2reg | flop | flop | 6880 | 24 |
## tightest hold or removal path, cell delays in order (launching register included)
cell     delay (ps)
dfxtp_1         310
nand2_1          50
o21ai_1          50
## per-stage QoR
step	utilization, %	instance area [um^2]	hold slack, ps
4_1_cts	43.83	349700	461.2
5_1_grt	43.83	349700	480.2
3_5_place_dp	42.19	336600	448.5
6_report	43.83	349700	453.8
3_3_place_gp	42.19	336600	445.8
2_1_floorplan	-	320200	401.4
## cells in the final DEF, fill, tap and decap left out, types with 371 or more instances in the layout
cell / n
xnor2_1: 1803
nand2_1: 2090
a21oi_1: 1942
o21ai_0: 534
xor2_1: 518
and2_1: 2835
ha_1: 3451
inv_1: 5817
clkdlybuf4s50_1: 664
nor2b_1: 575
nor2_1: 2926
nand2b_1: 371
dfxtp_1: 2636
mux2i_1: 1542
a21o_1: 622
fa_1: 3584
nand3_1: 894
## cell families after synthesis
family	share of synthesized area (%)
buf+inv	8.407
fa+ha+maj	35.89
compound gates	10.40
simple gates	16.94
xor+xnor	6.469
flops	16.81
mux	5.084
## routing by layer
metal	vias up	GRT usage, %	part of all wire [%]
met2	4459	26.91	39
met1	112913	34.98	52
met5	-	0	0.017
li1	119421	-	-
met3	606	5.254	6.9
met4	22	2.262	1.4
## power by group through the flow
stage	clock, W	combinational, W	sequential (W)
5_1_grt	0.0105	0.00160	0.00771
4_1_cts	0.0103	0.00144	0.00770
6_report	0.00992	0.00143	0.00770
No activity file was given, so power comes from the tool's default toggle rates.
