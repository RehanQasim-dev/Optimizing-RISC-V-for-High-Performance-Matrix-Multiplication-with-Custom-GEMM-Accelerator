==> /design/flow/design.v <==
package Config;
  parameter int SCRATCHPAD_DEPTH = 2 ** 7;
  parameter int BIAS = 0;
  parameter A_BITWIDTH = 8;
  parameter W_BITWIDTH = 8;
  parameter P_BITWIDTH = 24;
  parameter SMALL_SYS_ROWS = 8;
  parameter SMALL_SYS_COLS = 8;
  parameter CORE_ROWS = 2;
  parameter CORE_COLS = 2;
  parameter int SUPER_SYS_ROWS = CORE_ROWS * SMALL_SYS_ROWS;
  parameter int SUPER_SYS_COLS = SMALL_SYS_COLS * CORE_COLS;
  typedef struct packed {
    logic en, rdwr;
    logic [3:0] mask;
    logic [3:0][7:0] rd_data;
    logic [3:0][7:0] wr_data;
    logic [31:0] addr;
  } dbus_interface;
endpackage : Config
module control (input logic [31:0] instruction, output logic [3:0] ALU_CON , output logic reg_wr , mem_read, mem_write, alu_mux_1, alu_mux_2, pc_jump_mux, output logic[1:0] wr_bck_mux, output logic [2:0] sign_extend, func3_to_mem, branch_type, output logic csr_reg_rd, csr_reg_wr,csr_return , output logic [3:0] m_con,output logic alu_mul_sel);
	logic [6:0] opcode ;
	logic [2:0]func3 ;
	logic [6:0] func7;
	always_comb begin 
		reg_wr=0;
		ALU_CON=0;
		sign_extend=0;
		alu_mux_1 =1'b0;
		alu_mux_2=1'b0; 
		branch_type =3'b000;
		wr_bck_mux = '0;
		mem_read='0;
		mem_write='0;
		func3_to_mem='0;
		pc_jump_mux='0;
		csr_reg_rd=1'b0;
		csr_reg_wr=1'b0;
		csr_return =1'b0;
		m_con='0;
		alu_mul_sel=1'b0;
		case (opcode)
		7'b0110011 : begin   
				case (func7)
				7'b0000000 : begin 
						case (func3)
						3'b000 :begin  ALU_CON = 0000 ;reg_wr=1;alu_mux_1 =1'b0; alu_mux_2=1'b0;wr_bck_mux=2'b00; end  
						3'b001 :begin  ALU_CON = 0010	; reg_wr=1;alu_mux_1 =1'b0; alu_mux_2=1'b0;wr_bck_mux=2'b00; end  
						3'b010 :begin ALU_CON = 0011 ; reg_wr=1; alu_mux_1 =1'b0; alu_mux_2=1'b0;wr_bck_mux=2'b00;end	 
						3'b011 :begin  ALU_CON = 0100 ; reg_wr=1; alu_mux_1 =1'b0; alu_mux_2=1'b0;wr_bck_mux=2'b00;end	 
						3'b100 :begin  ALU_CON = 0101 ; reg_wr=1; alu_mux_1 =1'b0; alu_mux_2=1'b0;wr_bck_mux=2'b00;end	 
						3'b101 :begin  ALU_CON = 0110 ; reg_wr=1; alu_mux_1 =1'b0; alu_mux_2=1'b0;wr_bck_mux=2'b00;end	 
						3'b110 :begin  ALU_CON = 1000 ; reg_wr=1; alu_mux_1 =1'b0; alu_mux_2=1'b0;wr_bck_mux=2'b00;end	 
						3'b111 :begin  ALU_CON = 1001 ; reg_wr=1; alu_mux_1 =1'b0; alu_mux_2=1'b0;wr_bck_mux=2'b00;end	 
						default begin ALU_CON = 4'b???? ; reg_wr=0;alu_mux_1 =1'b0; alu_mux_2=1'b0;wr_bck_mux=2'b00; end 
						endcase 
						end
				7'b0100000 : begin 
						case (func3)		
						3'b000 :begin  ALU_CON = 0001 ; reg_wr=1; alu_mux_1 =1'b0; alu_mux_2=1'b0;wr_bck_mux=2'b00;end 
						3'b101 :begin  ALU_CON = 0111 ; reg_wr=1; alu_mux_1 =1'b0; alu_mux_2=1'b0;wr_bck_mux=2'b00;end 
						default begin ALU_CON = 4'b???? ; reg_wr=0;alu_mux_1 =1'b0; alu_mux_2=1'b0;wr_bck_mux=2'b00; end 
						endcase 
						end 
				7'b000_0001 : begin   
						case (func3)
						3'b000 : begin reg_wr=1;ALU_CON=4'b1011;sign_extend=0;alu_mux_1 =1'b0;alu_mux_2=1'b0; wr_bck_mux = '0;pc_jump_mux='0;  end
						3'b001 : begin reg_wr=1;ALU_CON=4'b1100;sign_extend=0;alu_mux_1 =1'b0;alu_mux_2=1'b0; wr_bck_mux = '0;pc_jump_mux='0;  end
						3'b010 : begin reg_wr=1;ALU_CON=4'b1101;sign_extend=0;alu_mux_1 =1'b0;alu_mux_2=1'b0; wr_bck_mux = '0;pc_jump_mux='0;  end
						3'b011 : begin reg_wr=1;ALU_CON=4'b1110;sign_extend=0;alu_mux_1 =1'b0;alu_mux_2=1'b0; wr_bck_mux = '0;pc_jump_mux='0;  end
						3'b100 : begin reg_wr=1;ALU_CON=0;sign_extend=0;alu_mux_1 =1'b0;alu_mux_2=1'b0; branch_type =3'b000;wr_bck_mux = '0;pc_jump_mux='0; m_con =34'b1000; alu_mul_sel=1'b1; end
						3'b101 : begin reg_wr=1;ALU_CON=0;sign_extend=0;alu_mux_1 =1'b0;alu_mux_2=1'b0; branch_type =3'b000;wr_bck_mux = '0;pc_jump_mux='0; m_con =34'b1001; alu_mul_sel=1'b1; end
						3'b110 : begin reg_wr=1;ALU_CON=0;sign_extend=0;alu_mux_1 =1'b0;alu_mux_2=1'b0; branch_type =3'b000;wr_bck_mux = '0;pc_jump_mux='0; m_con =34'b1010; alu_mul_sel=1'b1; end
						3'b111 : begin reg_wr=1;ALU_CON=0;sign_extend=0;alu_mux_1 =1'b0;alu_mux_2=1'b0; branch_type =3'b000;wr_bck_mux = '0;pc_jump_mux='0; m_con =34'b1011; alu_mul_sel=1'b1; end
						endcase
				end
				endcase
				end 
		7'b0110111 : begin  
			ALU_CON=4'b1010; sign_extend =3'b101; alu_mux_1=1'b0; alu_mux_2=1'b1;reg_wr = 1'b1; wr_bck_mux =1'b00;	
			end
		7'b0010111 : begin  
			ALU_CON=4'b0000; sign_extend =3'b101; alu_mux_1=1'b1; alu_mux_2=1'b1;reg_wr = 1'b1; wr_bck_mux =1'b00;
			end
		7'b1101111 : begin  
			ALU_CON = 4'b0000; pc_jump_mux=1'b1; reg_wr=1'b1; sign_extend =3'b110; alu_mux_1=1'b1;alu_mux_2=1'b1; wr_bck_mux=2'b10;
			end
		7'b1100111 : begin  
				case(func3)
				3'b000 :  begin  
			ALU_CON = 4'b0000; pc_jump_mux=1'b1; reg_wr=1'b1; sign_extend =3'b010; alu_mux_1=1'b0;alu_mux_2=1'b1; wr_bck_mux=2'b10;
			end
				endcase
				end
		7'b1100011 : begin  
				case (func3)
				3'b000 : begin   
						alu_mux_1 =1'b1; alu_mux_2=1'b1; ALU_CON = 0000; sign_extend = 3'b100; branch_type =3'b001;
						end
				3'b001 :begin  
					alu_mux_1 =1'b1; alu_mux_2=1'b1; ALU_CON = 0000; sign_extend = 3'b100; branch_type =3'b010;
						end
				3'b100 : begin  
					alu_mux_1 =1'b1; alu_mux_2=1'b1; ALU_CON = 0000; sign_extend = 3'b100; branch_type =3'b011;
						end
				3'b101 : begin  
					alu_mux_1 =1'b1; alu_mux_2=1'b1; ALU_CON = 0000; sign_extend = 3'b100; branch_type =3'b101;
						end
				3'b110 : begin  
				alu_mux_1 =1'b1; alu_mux_2=1'b1; ALU_CON = 4'b0000; sign_extend = 3'b100; branch_type = 3'b100;
						end
				3'b111 : begin  
					alu_mux_1 =1'b1; alu_mux_2=1'b1; ALU_CON = 0000; sign_extend = 3'b100; branch_type =3'b110;
						end 
				endcase
				end
		7'b0000011 : begin  
				case (func3)
				3'b000 : begin  
					reg_wr=1'b1; sign_extend=3'b010;ALU_CON = 0000 ;wr_bck_mux=2'b01;alu_mux_1=1'b0; alu_mux_2=1'b1; mem_read=1'b1; mem_write=1'b0; func3_to_mem=func3;
						end
				3'b001 : begin  
					reg_wr=1'b1; sign_extend=3'b010;ALU_CON = 0000 ;wr_bck_mux=2'b01;alu_mux_1=1'b0; alu_mux_2=1'b1; mem_read=1'b1; mem_write=1'b0; func3_to_mem=func3;
						end
				3'b010 : begin  
					reg_wr=1'b1; sign_extend=3'b010;ALU_CON = 0000 ;wr_bck_mux=2'b01;alu_mux_1=1'b0; alu_mux_2=1'b1; mem_read=1'b1; mem_write=1'b0; func3_to_mem=func3;
						end
				3'b100 : begin  
					reg_wr=1'b1; sign_extend=3'b010;ALU_CON = 0000 ;wr_bck_mux=2'b01;alu_mux_1=1'b0; alu_mux_2=1'b1; mem_read=1'b1; mem_write=1'b0; func3_to_mem=func3;
						end
				3'b101 : begin  
					reg_wr=1'b1; sign_extend=3'b010;ALU_CON = 0000 ;wr_bck_mux=2'b01;alu_mux_1=1'b0; alu_mux_2=1'b1; mem_read=1'b1; mem_write=1'b0; func3_to_mem=func3;
						end
				endcase
				end
		7'b0100011 : begin  
				case (func3)
				3'b000 : begin  
					reg_wr=1'b0; sign_extend=3'b011; ALU_CON = 0000 ;wr_bck_mux=2'b00;alu_mux_1=1'b0; alu_mux_2=1'b1; mem_read=1'b0; mem_write=1'b1; func3_to_mem=func3;
						end
				3'b001 : begin  
					reg_wr=1'b0; sign_extend=3'b011; ALU_CON = 0000 ;wr_bck_mux=2'b00;alu_mux_1=1'b0; alu_mux_2=1'b1; mem_read=1'b0; mem_write=1'b1; func3_to_mem=func3;
						end
				3'b010 : begin  
					reg_wr=1'b0; sign_extend=3'b011; ALU_CON = 0000 ;wr_bck_mux=2'b00;alu_mux_1=1'b0; alu_mux_2=1'b1; mem_read=1'b0; mem_write=1'b1; func3_to_mem=func3;
						end
				endcase
				end
		7'b0010011 : begin  
				case(func3)
				3'b000 : begin  
					ALU_CON = 0000 ;reg_wr=1;sign_extend=3'b010; wr_bck_mux=2'b00; alu_mux_1=1'b0; alu_mux_2 =1'b1;
							end
				3'b010 : begin  
						ALU_CON = 4'b0011 ;reg_wr=1;sign_extend=3'b010;wr_bck_mux=2'b00; alu_mux_1=1'b0; alu_mux_2 =1'b1;
						end
				3'b011 : begin  
						ALU_CON = 4'b0100 ;reg_wr=1;sign_extend=3'b001;wr_bck_mux=2'b00; alu_mux_1=1'b0; alu_mux_2 =1'b1;
						end
				3'b100 : begin  
						ALU_CON = 4'b0101 ;reg_wr=1;sign_extend=3'b010;wr_bck_mux=2'b00; alu_mux_1=1'b0; alu_mux_2 =1'b1;
						end
				3'b110 : begin  
						ALU_CON = 4'b1000 ;reg_wr=1;sign_extend=3'b010;wr_bck_mux=2'b00; alu_mux_1=1'b0; alu_mux_2 =1'b1;
						end
				3'b111 : begin  
						ALU_CON = 4'b1001 ;reg_wr=1;sign_extend=3'b010;wr_bck_mux=2'b00; alu_mux_1=1'b0; alu_mux_2 =1'b1;
						end
				3'b001 : begin  
						if (func7 == 7'b0000000) begin 
								 ALU_CON = 4'b0010	; reg_wr=1;sign_extend=3'b001;wr_bck_mux=2'b00; alu_mux_1=1'b0; alu_mux_2 =1'b1;
										end
						end
				3'b101 : begin  
							case (func7)
							7'b0000000 :  begin  
								 ALU_CON = 4'b0110	; reg_wr=1;sign_extend=3'b001;wr_bck_mux=2'b00; alu_mux_1=1'b0; alu_mux_2 =1'b1;
									end 
							7'b0100000 : begin  
								 ALU_CON = 4'b0111	; reg_wr=1;sign_extend=3'b001;wr_bck_mux=2'b00; alu_mux_1=1'b0; alu_mux_2 =1'b1;
									end 
									endcase 
						end
				endcase
				end
		7'b1110011 : begin   
						case (func3)
						3'b001: begin 	ALU_CON = 4'b0000 ;reg_wr=1;alu_mux_1 =1'b0; alu_mux_2=1'b0;wr_bck_mux=2'b11; csr_reg_rd=1'b1; csr_reg_wr=1'b1; csr_return=1'b0; sign_extend =3'b001; end  
						3'b000: begin 	ALU_CON = 4'b0000 ;reg_wr=0;alu_mux_1 =1'b0; alu_mux_2=1'b0;wr_bck_mux=2'b00; csr_reg_rd=1'b0; csr_reg_wr=1'b0; csr_return=1'b1; sign_extend =3'b001; end  
						endcase
		end
				default begin 
							reg_wr=0;
							ALU_CON=0;
							sign_extend=0;
							alu_mux_1 =1'b0;
							alu_mux_2=1'b0; 
							branch_type =3'b000;
							wr_bck_mux = '0;
							mem_read='0;
							mem_write='0;
							func3_to_mem='0;
							pc_jump_mux='0;
							csr_reg_rd=1'b0;
							csr_reg_wr=1'b0;
							csr_return =1'b0;
							end
		endcase 
		end
	assign opcode = instruction [6:0];
	assign func3 =instruction[14:12] ;
	assign func7 = instruction[31:25];
endmodule
==> /design/flow/run.sh <==
#!/bin/bash
# OpenROAD 26Q1-2900-gdf79404cd8, Yosys 0.63+post, stock flow scripts
make -C /OpenROAD-flow-scripts/flow DESIGN_CONFIG=/design/flow/config.mk WORK_HOME=/design/flow/orfs finish
==> /design/flow/config.mk <==
export PLATFORM = sky130hd
export DESIGN_NAME = control
export DESIGN_NICKNAME = control
export VERILOG_FILES = /design/flow/design.v
export SDC_FILE = /design/flow/constraint.sdc
export NUM_CORES = 4
export LEC_CHECK = 1
export CORE_AREA = 10 10 75 75
export DIE_AREA = 0 0 85 85
==> /design/flow/constraint.sdc <==
current_design control

set clk_period 3.8
set clk_io_pct 0.2

create_clock -name clk0 -period $clk_period

set non_clock_inputs [all_inputs -no_clocks]
set_input_delay [expr $clk_period * $clk_io_pct] -clock clk0 $non_clock_inputs
set_output_delay [expr $clk_period * $clk_io_pct] -clock clk0 [all_outputs]
==> impl_metrics.yaml <==
# generated from flow reports
final_timing:
  finalHoldViolCount: 0
  slew_violations: 0
  fmax_ghz: 0.2670
  worst_slack_ps: 54.12
  setup_viol: 0
  rsz0062_at_grt: "yes"
  finalCritPeriodShare_pct: 98.58
  period_minus_slack_ps: 3746
worst_setup_path:
  start_kind: "primary input"
  path_cells: "clkdlybuf4s50_1, or4_4, or4_4, nor4_4, and2_1, clkdlybuf4s50_1"
  crit_buf_inv: 2
  arrival_ps: 2990
  cp-end-kind: "output pin"
  critPathTopFamily: "simple AND/OR/NAND/NOR gates"
  worstPathRequired_ps: 3040
  cpMaxStageDelayCell: "or4_4"
  cp_num_cells: 6
  crit_path_max_incr_delay_ps: 570
  crit_type: "primary input to output pin"
  crit_fanout: 4
hold_path:
  min_delay_path_depth: 6
  hold_path_class: "primary input to output pin"
  hold_start: "instruction[3]"
  holdPathEnd: "ALU_CON[1]"
synthesis:
  synthTopLogicFamily: "simple AND/OR/NAND/NOR gates"
  ys_cells: 132
  syn_inst: 132
  synth_area_per_cell_um2: 6.341
  xor_share_pct: 1.046
  adder_share_pct: 7.474
  area_leaders: "ha_1 7.5%, nor2_1 6.7%, a21oi_1 6.6%, nand2b_1 6.0%, inv_1 4.9%"
  synth.distinct_cells: 43
  ys_seq_share_pct: 0
  yosys.area.top_type_share_pct: 7.474
  compound_area_share_pct: 28.85
  synth_top_cell_by_area: "ha_1"
  ys_sh_simple_pct: 47.53
  ys_area_um2: 837.1
  ys_warn_count: 3
  ys_sh_mux_pct: 2.541
  netlist_area_um2: 837.1
floorplan:
  ios: 61
  die_x_um: 85
  fp_util_pct: 20.63
  rows: 23
  die-height_um: 85
  core_um2: 4058
  die_area_um2: 7225
final_layout:
  flop-count: 0
  fin_area_um2: 1584
  regArea_um2: 0
  clock_buffers: 0
  drive_gt1_share_pct: 24.23
  syn_to_final_growth_pct: 89.24
  stdcell_count: 244
power_and_ir_drop:
  leakagePower_nw: 0.6954
  power_density_nw_per_um2: 66.90
  ir_worst_vdd_v: 0.00002553
  finalPower_mw: 0.1060
placement:
  dp.cells: 243
  port-buffer-count: 45
  post-place-ws_ps: -33.82
  placed_area_um2: 1493
  dp_hpwl_mm: 2.865
  place.gp.congestion: 0.9417
routing:
  drc: 0
  drt-total-wl_mm: 3.364
  vias_per_cell: 4.775
  first_pass_iters: 4
  drt-initial-drc-count: 33
  ant_nets: 0
  wl_per_cell_um: 13.79
  antenna_cells: 0
  via_count: 1165
global_routing:
  grt_remaining_overflow: 0
  grt_max_degree: 13
  grt_pass1_wl_mm: 5.699
  antenna_found_initial: 0
  grt_pass1_vias: 1151
  grt_usage_pct: 8.915
status:
  status: "finished, final reports clean"
run:
  warnings: 52
  drv_cap: 0
clock_network:
  ctsHoldBuffers: 0
==> placed cells by master (no fill, tap or decap), types with 2 or more instances in the layout <==
cell	n
nor3_1	8
or4_4	2
or2_1	2
o211ai_1	2
o22ai_2	2
buf_4	28
o22ai_1	2
a21oi_1	11
a2111oi_2	3
clkdlybuf4s50_1	38
dlymetal6s2s_1	6
nand2b_1	8
o21ai_0	3
inv_1	10
and2_1	5
ha_2	2
nor4_1	2
nor3b_1	3
nand2_1	7
ha_1	3
or3_4	2
nor2_1	14
nand3_1	2
nor2b_1	3
==> layer usage <==
| metal | vias up | wire [um] | GRT usage, % |
|---|---|---|---|
| met5 | - | 0 | 0 |
| met4 | 0 | 0 | 0.5988 |
| met3 | 0 | 208 | 1.927 |
| met2 | 28 | 1546 | 14.65 |
| met1 | 530 | 1609 | 12.09 |
| li1 | 607 | - | - |
==> through the flow <==
stage,setup TNS [ps],hold WS [ps],utilization [%]
after floorplan,0,1543,-
after global placement,-142.5,2553,36.79
after detailed placement,-153.6,2556,36.79
after CTS,0,2556,36.91
after global routing,-84.33,2276,39.04
final,0,2216,39.04
==> tightest hold or removal path, cell delays in order <==
cell            delay, ps
dlymetal6s2s_1        100
or3b_4                150
or3_4                 120
or3_4                 130
o22ai_2                60
dlymetal6s2s_1        130
==> synthesized netlist by cell type, types with 4 or more instances <==
master	n
and2_1	5
nand2b_1	8
ha_1	5
nor2_1	15
clkbuf_1	7
a21oi_1	11
o22ai_1	4
a2111oi_0	4
inv_1	11
nor3_1	8
nand2_1	7
==> repair_timing <==
action / in CTS / in global routing
gates resized: 2 / 22
endpoints found under the setup margin: 7 / 15
pin swaps: 2 / 2
buffers inserted: 0 / 1
==> report_power, final <==
group / switching, mW / internal, mW / total [mW]
Combinational: 0.0527 / 0.0533 / 0.106
Sequential: 0 / 0 / 0
Clock: 0 / 0 / 0
Total: 0.0527 / 0.0533 / 0.106
==> logic make-up (layout without fill, tap and decap cells) <==
kind of cell,Yosys count,count (layout)
simple gates,66,66
compound gates,35,35
buf+inv,22,84
fa+ha+maj,5,5
mux,2,2
other cells,1,1
xor+xnor,1,1
==> worst max-delay path by stage <==
| stage | start | to | slack (ps) |
|---|---|---|---|
| CTS | instruction[13] | reg_wr | 2 |
| global route | instruction[12] | reg_wr | -60 |
| finish | instruction[26] | m_con[0] | 50 |
==> final cells by class <==
| class | count | area, um^2 |
|---|---|---|
| timing repair buffer | 73 | 674.4 |
| inverter | 11 | 41.29 |
| fill | 415 | 2474 |
| tap | 50 | 62.56 |
| multi-input combinational | 110 | 805.8 |
