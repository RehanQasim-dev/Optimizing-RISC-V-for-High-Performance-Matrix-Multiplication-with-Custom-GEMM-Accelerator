`flow/design.v`:
```
package Config;
  parameter int SCRATCHPAD_DEPTH = 2 ** 7;
  parameter int BIAS = 0;
  parameter A_BITWIDTH = 8;
  parameter W_BITWIDTH = 8;
  parameter P_BITWIDTH = 24;
  parameter SMALL_SYS_ROWS = 8;
  parameter SMALL_SYS_COLS = 8;
  parameter CORE_ROWS = 2;
  parameter CORE_COLS = 2;
  parameter int SUPER_SYS_ROWS = CORE_ROWS * SMALL_SYS_ROWS;
  parameter int SUPER_SYS_COLS = SMALL_SYS_COLS * CORE_COLS;
  typedef struct packed {
    logic en, rdwr;
    logic [3:0] mask;
    logic [3:0][7:0] rd_data;
    logic [3:0][7:0] wr_data;
    logic [31:0] addr;
  } dbus_interface;
endpackage : Config
module x7segb8 (
    input logic [31:0] x,
    input logic clk,
    input logic clr,
    output logic [6:0] a_to_g,
    output logic [7:0] an,
    output logic dp
);
  logic [ 2:0] s;
  logic [ 3:0] digit;
  logic [ 7:0] aen;
  logic [17:0] clkdiv;
  assign dp = 1;
  assign s = clkdiv[15:13];
  assign aen[7] = x[31] | x[30] | x[29] | x[28];
  assign aen[6] = x[31] | x[30] | x[29] | x[28] | x[27] | x[26] | x[25] | x[24];
  assign aen[5] = x[31] | x[30] | x[29] | x[28] | x[27] | x[26] | x[25] | x[24] |
                   x[23] | x[22] | x[21] | x[20];
  assign aen[4] = x[31] | x[30] | x[29] | x[28] | x[27] | x[26] | x[25] | x[24] |
                   x[23] | x[22] | x[21] | x[20] | x[19] | x[18] | x[17] | x[16];
  assign aen[3] = x[31] | x[30] | x[29] | x[28] | x[27] | x[26] | x[25] | x[24] |
                   x[23] | x[22] | x[21] | x[20] | x[19] | x[18] | x[17] | x[16] |
                   x[15] | x[14] | x[13] | x[12];
  assign aen[2] = x[31] | x[30] | x[29] | x[28] | x[27] | x[26] | x[25] | x[24] |
                   x[23] | x[22] | x[21] | x[20] | x[19] | x[18] | x[17] | x[16] |
                   x[15] | x[14] | x[13] | x[12] | x[11] | x[10] | x[9] | x[8];
  assign aen[1] = x[31] | x[30] | x[29] | x[28] | x[27] | x[26] | x[25] | x[24] |
                   x[23] | x[22] | x[21] | x[20] | x[19] | x[18] | x[17] | x[16] |
                   x[15] | x[14] | x[13] | x[12] | x[11] | x[10] | x[9] | x[8] |
                   x[7] | x[6] | x[5] | x[4];
  assign aen[0] = 1;   
  always_comb begin
    case (s)
      3'b000:  digit = x[3:0];
      3'b001:  digit = x[7:4];
      3'b010:  digit = x[11:8];
      3'b011:  digit = x[15:12];
      3'b100:  digit = x[19:16];
      3'b101:  digit = x[23:20];
      3'b110:  digit = x[27:24];
      default: digit = x[31:28];
    endcase
  end
  always_comb begin
    case (digit)
      4'h0: a_to_g = 7'b0000001;   
      4'h1: a_to_g = 7'b1001111;   
      4'h2: a_to_g = 7'b0010010;   
      4'h3: a_to_g = 7'b0000110;   
      4'h4: a_to_g = 7'b1001100;   
      4'h5: a_to_g = 7'b0100100;   
      4'h6: a_to_g = 7'b0100000;   
      4'h7: a_to_g = 7'b0001101;   
      4'h8: a_to_g = 7'b0000000;   
      4'h9: a_to_g = 7'b0000100;   
      4'hA: a_to_g = 7'b0001000;   
      4'hB: a_to_g = 7'b1100000;   
      4'hC: a_to_g = 7'b0110001;   
      4'hD: a_to_g = 7'b1000010;   
      4'hE: a_to_g = 7'b0110000;   
      default: a_to_g = 7'b0111000;   
    endcase
  end
  always_comb begin
    an = 8'b11111111;
    if (aen[s]) begin
      an[s] = 1'b0;
    end
  end
  always_ff @(posedge clk) begin
    if (clr) begin
      clkdiv <= 18'b0;
    end else begin
      clkdiv <= clkdiv + 18'b1;
    end
  end
endmodule
```
`flow/run.sh`:
```
#!/bin/bash
# OpenROAD 26Q1-2900-gdf79404cd8, Yosys 0.63+post, stock flow scripts
make -C /OpenROAD-flow-scripts/flow DESIGN_CONFIG=/design/flow/config.mk WORK_HOME=/design/flow/orfs finish
```
`flow/config.mk`:
```
export PLATFORM = sky130hd
export DESIGN_NAME = x7segb8
export DESIGN_NICKNAME = x7segb8
export VERILOG_FILES = /design/flow/design.v
export SDC_FILE = /design/flow/constraint.sdc
export NUM_CORES = 4
export LEC_CHECK = 1
export CORE_AREA = 10 10 101 101
export DIE_AREA = 0 0 111 111
```
`flow/constraint.sdc`:
```
current_design x7segb8

set clk_period 4.0
set clk_io_pct 0.2

create_clock -name clk0 -period $clk_period [get_ports {clk}]

set non_clock_inputs [all_inputs -no_clocks]
set_input_delay [expr $clk_period * $clk_io_pct] -clock clk0 $non_clock_inputs
set_output_delay [expr $clk_period * $clk_io_pct] -clock clk0 [all_outputs]
```
==> results.yml <==
# flow metrics
clocking:
  cts_tree: "yes"
  clk_pin_slew_worst_paths_ns: 0.06
  clock_path_buffers: 2
  clk_root_buffer_cell: "sky130_fd_sc_hd__clkbuf_8"
  clock_sink_count: 16
  insertion_delay_ns: 0.25
  num_cts_buffers: 3
  htree_levels: 1
  number_of_hold_repair_buffers_added_at_the_cts_stage: 0
final_timing:
  period_minus_slack_ns: 3.88
  final.setup_skew_ns: 0.00504
  final-setup-viol-count: 0
  tightestPinTransition_ns: 0.577
  setup_slack_ns: 0.121
  timing.final.crit_share_pct: 97.0
  fin_hold_ws_ns: 0.442
  hold_violations: 0
  clock.fmax_mhz: 258
  max-slew-margin-rel_pct: 61.4
  slew_viol_final: 0
  fin_setup_tns_ns: 0
synthesis:
  ys_seq_share_pct: 22.5
  synthCells: 173
  netlist_area_um2: 1420
  top_cell: "sky130_fd_sc_hd__dfxtp_1"
  synth-cells-yosys: 173
  ys_top_cells_by_count: "sky130_fd_sc_hd__dfxtp_1, sky130_fd_sc_hd__nor2_1, sky130_fd_sc_hd__ha_1"
  ys.flop_type: "sky130_fd_sc_hd__dfxtp_1"
  synth.yosys.chip_area_um2: 1420
  ys_top_cells_by_area: "sky130_fd_sc_hd__dfxtp_1, sky130_fd_sc_hd__ha_1, sky130_fd_sc_hd__mux2i_1"
  yosys_register_bits: 16
  yosys.area.top_type: "sky130_fd_sc_hd__dfxtp_1"
  synth.lib_cells_used.distinct: 47
  synth_largest_type_area_fraction_pct: 22.5
  synthArstFlopShare_pct: 0
  yosys_warnings: 1
  post_synth_edffs: 0
  per_instance_average_area_after_synthesis_um2: 8.23
power_and_ir_drop:
  powerDensity_nw_per_um2: 177
  finalPower_w: 0.000401
  vdd_drop_max_uv: 200
  static_leakage_power_nw: 0.806
worst_setup_path:
  cp-end-kind: "output pin"
  crit_fanout: 3
  crit_path_drt_ns: 3.20
  cp_data_arrival_time_ns: 3.08
  setup.worst_path.class: "input port to output pin"
  worst_setup_path_start_kind: "input port"
floorplanning:
  fp-row-count: 33
  floorplanUtilization_pct: 17.5
  floorplan.die_area_um2: 12300
  die-width_um: 111
  num_io_pins: 50
  floorplan.die.height_um: 111
  floorplan.core_area_um2: 8130
global_route:
  grt_usage_pct: 6.53
  grt_remaining_overflow: 0
  vias_in_the_first_global_route: 1421
  grt_max_degree: 17
  grt.met2_usage_pct: 10.0
  global_route_wire_length_before_repair_um: 7020
  gr-usage-met1_pct: 9.52
  top_usage_layer: "met2"
  grt.met3_usage_pct: 1.42
  antenna_found_initial: 0
place:
  post-place-ws_ns: -0.0561
  hpwlAfterDp_um: 3330
  portBuffers: 48
  finalWeightedCongestion: 0.933
drt:
  wire_per_inst_um: 12.6
  drtPass1Iterations: 4
  drt-total-wl_um: 4230
  drt_iter0_markers: 50
  drc: 0
  ant_nets: 0
  via_per_inst: 4.35
  detailroute.via_count: 1466
  n_antenna_cell: 0
layout:
  biggestRegsByFlops: "clkdiv: 16 flops"
  layout-drive-gt1-share_pct: 17.7
  syn_to_final_growth_pct: 58.9
  largest_register_ffs: 16
  finish.utilization_pct: 27.8
  registers.top_by_ff_count: "clkdiv"
flow_run:
  cap_viol_max_count: 0
  warning_count: 34
min_path:
  hold_class: "flip-flop to flip-flop"
outcome:
  outcome: "finished, final reports clean"
[repair_timing]
item	CTS	global route
endpoints found under the setup margin	7	7
pin swaps	0	6
buffers inserted	0	3
gates resized	6	20
cloned	0	0
[cell families after synthesis]
group	count (synthesis)	synth area share (%)
buffers and inverters	16	5.27
flip-flops	16	22.5
multiplexers	13	10.0
AND-OR/OR-AND	35	17.8
other	1	0.263
AND/OR/NAND/NOR	68	26.0
adder cells (fa/ha/maj)	13	11.4
XOR/XNOR	11	6.77
[where the power goes]
part / internal, W / switching (W) / leakage [nW]
Sequential: 0.000162 / 0.00000152 / 0.130
Combinational: 0.0000646 / 0.0000350 / 0.648
Clock: 0.0000872 / 0.0000510 / 0.0288
Total: 0.000314 / 0.0000875 / 0.806
[metal layers]
| layer | share of wire [%] | vias to the layer above |
|---|---|---|
| met5 | 0 | - |
| met4 | 0.45 | 0 |
| met3 | 5.8 | 4 |
| met2 | 43 | 40 |
| met1 | 51 | 667 |
| li1 | - | 755 |
[layout by cell type (no fill, tap or decap), types with 2 or more instances in the layout]
master                            Yosys  layout
sky130_fd_sc_hd__a31oi_4              1       3
sky130_fd_sc_hd__or3_1                4       4
sky130_fd_sc_hd__nand2_1              9       9
sky130_fd_sc_hd__xor2_1               5       5
sky130_fd_sc_hd__o22ai_1              4       4
sky130_fd_sc_hd__nor4_1               7       7
sky130_fd_sc_hd__xnor2_1              6       6
sky130_fd_sc_hd__nor3b_1              3       3
sky130_fd_sc_hd__clkdlybuf4s50_1      0      46
sky130_fd_sc_hd__a22o_1               3       3
sky130_fd_sc_hd__mux2_2               4       4
sky130_fd_sc_hd__a21oi_1              6       6
sky130_fd_sc_hd__clkbuf_8             0       4
sky130_fd_sc_hd__o21ai_0              8       8
sky130_fd_sc_hd__buf_4                1      11
sky130_fd_sc_hd__nor3_1               4       4
sky130_fd_sc_hd__dlymetal6s2s_1       0       2
sky130_fd_sc_hd__ha_1                13       7
sky130_fd_sc_hd__dfxtp_1             16      15
sky130_fd_sc_hd__ha_4                 0       3
sky130_fd_sc_hd__inv_2                0       2
sky130_fd_sc_hd__nand3_1              7       7
sky130_fd_sc_hd__nand3b_1             4       4
sky130_fd_sc_hd__ha_2                 0       3
sky130_fd_sc_hd__mux2_1               2       2
sky130_fd_sc_hd__nor2_1              15      14
sky130_fd_sc_hd__a22oi_1              3       3
sky130_fd_sc_hd__mux2i_1              6       6
sky130_fd_sc_hd__nand4_1              5       5
sky130_fd_sc_hd__inv_1               10       8
sky130_fd_sc_hd__nor2b_1              2       2
sky130_fd_sc_hd__buf_6                1       2
[path summary, 6_finish.rpt]
path	from	end	slack, ns	cells past startpoint
worst min-delay path	clkdiv[0]	clkdiv[0]	0.44	1
worst min register to register	clkdiv[0]	clkdiv[0]	0.44	1
worst max-delay path	x[20]	a_to_g[3]	0.12	10
worst max register to register	clkdiv[0]	clkdiv[14]	2.43	6
[critical path: stages]
cell and delay, ns:
sky130_fd_sc_hd__clkdlybuf4s50_1 0.42, sky130_fd_sc_hd__mux2_2 0.28, sky130_fd_sc_hd__a221oi_2 0.31, sky130_fd_sc_hd__a31oi_4 0.16, sky130_fd_sc_hd__inv_2 0.12, sky130_fd_sc_hd__buf_4 0.11, sky130_fd_sc_hd__ha_1 0.17, sky130_fd_sc_hd__mux2i_1 0.07
sky130_fd_sc_hd__mux2i_1 0.15, sky130_fd_sc_hd__clkdlybuf4s50_1 0.49
[stage by stage]
| stage | instances | area [um^2] |
|---|---|---|
| after floorplan | 173 | 1420 |
| after global placement | 330 | 2070 |
| after detailed placement | 330 | 2070 |
| after CTS | 334 | 2160 |
| after global routing | 337 | 2260 |
| final | 337 | 2260 |
[final cells by class]
| type | instances | area (um^2) |
|---|---|---|
| Clock buffer | 4 | 55.1 |
| Fill cell | 850 | 5870 |
| Inverter | 10 | 37.5 |
| Multi-Input combinational cell | 141 | 1130 |
| Sequential cell | 16 | 322 |
| Tap cell | 105 | 131 |
| Timing Repair Buffer | 61 | 591 |
Power figures rest on the tool's default switching activity, not on a simulated workload.
